## /design/flow/config.mk

```make
export PLATFORM = sky130hd
export DESIGN_NAME = spi
export DESIGN_NICKNAME = spi
export VERILOG_FILES = /design/flow/design.v
export SDC_FILE = /design/flow/constraint.sdc
export NUM_CORES = 4
export LEC_CHECK = 1
export CORE_UTILIZATION = 30
```

## /design/flow/constraint.sdc

```tcl
current_design spi

set clk_period 46.7
set clk_io_pct 0.2

create_clock -name clk0 -period $clk_period [get_ports {clk}]

set non_clock_inputs [all_inputs -no_clocks]
set_input_delay [expr $clk_period * $clk_io_pct] -clock clk0 $non_clock_inputs
set_output_delay [expr $clk_period * $clk_io_pct] -clock clk0 [all_outputs]
```

## /design/flow/design.v

```verilog
module spi(
    input logic clk,
    input logic rst_n,
    input logic spi_clk,
    input logic spi_in,
    output logic spi_out,
    input logic hash_ready,
    input logic [255:0] hash_in,
    output logic [511:0] data_out,
    input logic msg_lock,
    output logic [9:0]msg_bits,
    output logic msg_set_p,
    output logic msg_up_p
);
    logic spi_clk_d;
    typedef enum {IDLE, ADDR_READ, LEN_READ, PAD_IGNORE, LOCK_CHECK, SEND_ERR, SEND_HASH_OK, SEND_HASH, CACHE_PAYLOAD, SAVE_DATA, SEND_OK, IGNORE_PAYLOAD} state_t;
    state_t state, next_state;
    logic [1:0] addr_bits;
    logic [9:0] len_bits;
    logic [9:0] count_len_bits;
    logic [2:0] count_padding_ignore;
    logic [9:0] count_payload_ignore;
    logic [9:0] count_data_send;
    logic [1:0] next_addr_bits;
    logic [9:0] next_len_bits;
    logic [9:0] next_count_len_bits;
    logic [2:0] next_count_padding_ignore;
    logic [9:0] next_count_payload_ignore;
    logic [9:0] next_count_data_send;
    logic [511:0] msg_cache;
    logic [511:0] next_msg_cache;
    logic [9:0]   count_cached;
    logic [9:0]   next_count_cached;
    logic [1:0] pulse_set_for_empty_payload;
    logic spi_clk_edge;
    assign spi_clk_edge = (spi_clk_d == 0) & (spi_clk == 1);
    always_comb begin : spi_logic
        next_state = state;
        next_addr_bits = addr_bits;
        next_len_bits  = len_bits;
        next_count_len_bits = count_len_bits;
        next_count_padding_ignore = count_padding_ignore;
        next_count_payload_ignore = count_payload_ignore;
        next_count_data_send = count_data_send;
        next_count_cached = count_cached;
        next_msg_cache = msg_cache;
        spi_out = 0;
        case(state)
            IDLE: begin
                if (spi_clk_edge) begin
                    next_addr_bits = 0;
                    next_len_bits  = 0;
                    next_count_len_bits = 0;
                    next_count_padding_ignore = 0;
                    next_count_payload_ignore = 0;
                    next_count_data_send = 0;
                    next_addr_bits[1] = spi_in;
                    next_state = ADDR_READ;
                end
            end
            ADDR_READ: begin
                if (spi_clk_edge) begin
                    next_addr_bits[0] = spi_in;
                    next_state = LEN_READ;
                end
            end
            LEN_READ: begin
                if (spi_clk_edge) begin
                    next_len_bits[9 - count_len_bits] = spi_in;
                    next_count_len_bits = count_len_bits + 1;
                    if (count_len_bits == 9) begin
                        next_state = PAD_IGNORE;
                    end
                end
            end
            PAD_IGNORE: begin
                if (spi_clk_edge) begin
                    next_count_padding_ignore = count_padding_ignore + 1;
                    if (count_padding_ignore == 3) begin
                        next_state = LOCK_CHECK;
                    end
                end
            end
            LOCK_CHECK: begin
                if (next_addr_bits == 0) begin  
                    if (msg_lock == 1) begin
                        if (next_len_bits == 0) begin
                            next_state = SEND_ERR;
                        end else begin
                            next_state = IGNORE_PAYLOAD;
                        end
                    end else begin
                        if (next_len_bits == 0) begin
                            next_state = SEND_OK;
                        end else begin
                            next_state = CACHE_PAYLOAD;
                        end
                    end
                end
                if (next_addr_bits == 2) begin  
                    if (hash_ready == 1) begin
                        next_state = SEND_HASH_OK;
                    end else begin
                        next_state = SEND_ERR;
                    end
                end
            end
            IGNORE_PAYLOAD: begin
                if (spi_clk_edge) begin
                    next_count_payload_ignore = count_payload_ignore + 1;
                    if (count_payload_ignore == (next_len_bits - 1)) begin
                        next_state = SEND_ERR;
                    end
                end
            end
            SEND_ERR: begin
                if (spi_clk_edge) begin
                    spi_out = 1;
                    next_count_data_send = count_data_send + 1;
                    if (count_data_send == 7) begin
                        next_count_data_send = 0;
                        next_state = IDLE;
                    end
                end
            end
            SEND_HASH_OK: begin
                if (spi_clk_edge) begin
                    spi_out = ~count_data_send[0];   
                    next_count_data_send = count_data_send + 1;
                    if (count_data_send == 7) begin
                        next_count_data_send = 0;
                        next_state = SEND_HASH;
                    end
                end
            end
            SEND_HASH: begin
                if (spi_clk_edge) begin
                    spi_out = hash_in[255 - count_data_send];
                    next_count_data_send = count_data_send + 1;
                    if (count_data_send == 255) begin
                        next_count_data_send = 0;
                        next_state = IDLE;
                    end
                end
            end
            CACHE_PAYLOAD: begin
                if (spi_clk_edge) begin
                    logic [8:0] idx;
                    idx = (next_len_bits - 1) - count_cached;
                    if (next_addr_bits == 0) begin
                        next_msg_cache[idx] = spi_in;
                    end
                    next_count_cached = count_cached + 1;
                    if (count_cached == (next_len_bits - 1)) begin
                        next_count_cached = 0;
                        next_state = SAVE_DATA;
                    end
                end
            end
            SAVE_DATA: begin
                next_state = SEND_OK;
            end
            SEND_OK: begin
                if (spi_clk_edge) begin
                    spi_out = ~count_data_send[0];   
                    next_count_data_send = count_data_send + 1;
                    if (count_data_send == 7) begin
                        next_count_data_send = 0;
                        next_state = IDLE;
                    end
                end
            end
        endcase
    end
    always_ff @(posedge clk or negedge rst_n) begin
        if (!rst_n) begin
            state <= IDLE;
            spi_clk_d <= 0;
            addr_bits <= 0;
            len_bits <= 0;
            count_len_bits <= 0;
            count_padding_ignore <= 0;
            count_payload_ignore <= 0;
            count_data_send <= 0;
            pulse_set_for_empty_payload <= 0;
            msg_cache <= 0;
            count_cached <= 0;
            msg_bits <= 0;
            data_out <= 0;
            msg_set_p <= 1;  
        end else begin
            state <= next_state;
            addr_bits <= next_addr_bits;
            len_bits <= next_len_bits;
            count_len_bits <= next_count_len_bits;
            count_padding_ignore <= next_count_padding_ignore;
            count_payload_ignore <= next_count_payload_ignore;
            count_data_send <= next_count_data_send;
            msg_cache <= next_msg_cache;
            count_cached <= next_count_cached;
            msg_set_p <= 0;
            msg_bits <= next_len_bits;
            msg_up_p <= 0;
            if (next_state == SAVE_DATA || (next_addr_bits == 0 && next_len_bits == 0 && next_state == SEND_OK && pulse_set_for_empty_payload == 0) ) begin
                pulse_set_for_empty_payload <= 1;
                if (next_addr_bits == 0) begin
                    data_out <= next_msg_cache;
                    msg_set_p <= 1;
                    msg_up_p <= 1;
                end
            end else if (next_state == IDLE) begin
                pulse_set_for_empty_payload <= 0;
            end
            spi_clk_d <= spi_clk;
        end
    end
endmodule
```

## /design/flow/run.sh

```bash
#!/bin/bash
# OpenROAD 26Q1-2900-gdf79404cd8, Yosys 0.63+post, stock flow scripts
make -C /OpenROAD-flow-scripts/flow DESIGN_CONFIG=/design/flow/config.mk WORK_HOME=/design/flow/orfs finish
```

==> ci_impl_report.md <==
### Metrics collected by this job

| Metric | Value |
|---|---|
| Routed vias | 38636 |
| Initial antenna violation count | 10 |
| CTS tree | built |
| Tool warning count | 58 |
| Crit path DRT | 37.36 ns |
| Final min period | 21.90 ns |
| Met3 usage | 0.0594 |
| Reg area | 27400 um^2 |
| Most used cell, CP | mux4_2 |
| Top cells, area | dfrtp_1 (53%), o211ai_1 (7.4%), mux2_1 (6.6%) |
| Number of setup violations in the final report | 0 |
| Maxcap violations | 0 |
| Relative slew slack | 0.343 |
| Antenna-violating nets left | 0 |
| Num CTS Buffers | 119 |
| Synth Seq Share | 0.537 |
| # Cells Yosys | 4134 |
| GRT Total Usage | 0.230 |
| Slowest library cell on the worst path | mux4_2 |
| Worst-case clock buffer depth | 3 |
| Top-area cell type share of the netlist area | 0.535 |
| DIE WIDTH | 415 um |
| Hold Path Class | register to register |
| Chip area | 172000 um^2 |
| CP Buf/Inv Count | 2 |
| Cell Count, Final, Fillers Out | 7120 |
| Clk slew on worst S/H paths | 0.06 ns |
| Critical Path Max Stage Delay | 0.61 ns |
| Vias per inst | 5.43 |
| Number of global-route vias before repair | 39289 |
| Root Buffer | clkbuf_16 |
| Total Power | 3.32 mW |
| Hold-fix buffers, CTS | 0 |
| Worst VDD drop | 0.0996 mV |
| Logic area | 21900 um^2 |
| Most frequent cells in the layout | dfrtp_1 (1089), clkdlybuf4s50_1 (784), o211ai_1 (506), mux2_1 (298), mux2_2 (218) |
| Routed WL | 193 mm |
| FP Util | 0.302 |
| H-tree depth | 3 |
| Placer Congestion | 0.885 |
| Mapped Avg Cell Area | 12.3 um^2 |
| Worst Setup SP | hash_in[35] |
| Synth Instances | 4134 |
| F_max | 45.7 MHz |
| Actual slew at the worst max-slew pin | 0.960 ns |
| Critical R2R Launch | count_len_bits[4] |
| P_leak | 28.8 nW |
| M1 GR Usage | 0.314 |
| Clock latency on the worst-skew pair | 0.79 ns |
| Top Ports | 787 |
| Status | finished clean |
| Cts repair resizes | 0 |
| Min-delay src | msg_cache[191] |
| Fin. Hold Viols | 0 |
| Yosys stat area | 51100 um^2 |
| Largest net degree at the start of global routing | 146 |
| RSZ-0062 raised after global routing | no |
| Post-CTS setup buffers | 0 |
| Final worst-path cycle share | 0.469 |
| Kind of critical path | input pin to primary output |
| Nature of the critical path startpoint | input pin |
| Area after DPL | 61800 um^2 |
| First-pass GRT wire length | 281 mm |
| Grt total ovfl | 0 |
| Flip-flops with a built-in enable | 1 |
| Drt initial violations | 2731 |
| Core area | 169000 um^2 |
| GRT met2 Usage | 0.357 |
| Gr busiest metal | met2 |
| Commonest Layout Cell | dfrtp_1 |
| Cell area after synthesis | 51100 um^2 |
| I/O Buffers | 786 |
| Clock sinks | 1095 |
| CP Max Fanout | 1 |
| CP top delay family | multiplexers |
| Synth unique cells | 81 |
| Synth area leader | dfrtp_1 |
| Worst Setup End Kind | primary output |
| Row count | 151 |
| Post-synth ARST share | 0.999 |
| Cell Pwr Density | 50.5 nW/um^2 |
| Drt drc | 0 |
| Fill count | 15788 |
| DRT Pass-1 Iters | 5 |
| Die H | 415 um |
| Most used DFF post-synth | dfrtp_1 |
| Synth-to-layout area growth | 29.0% |
| CP cell instances | clkdlybuf4s50_1 > mux4_2 > mux4_2 > mux4_2 > a211oi_1 > a21oi_1 > nand4_1 > nand2_1 > clkdlybuf4s50_1 |
| WP data arrival | 12.56 ns |
| Fin Clk Skew | 0.0665 ns |
| Finished Cell Area | 65900 um^2 |
| Flops & latches, synth | 1095 |
| Routed len/inst | 27.1 um |
| Placed Cells | 6898 |
| Max-slew violation count | 0 |
| Dpl hpwl | 129 mm |
| Total negative slack | 0 ns |
| YS warnings | 1 |
| Layout cells sized above 1 | 0.148 |
-- cell type report --
cell class              count  share of cell area
clock inverters            40             0.00828
multi-input cells        2486               0.332
clock buffers             180              0.0532
diodes                      2           0.0000760
flip-flops and latches   1095               0.416
inverters                 164             0.00935
repair buffers            935               0.138
well taps                2218              0.0421
-- cell families after synthesis --
family	after synthesis	synth area share
compound gates	1231	0.185
xor+xnor	47	0.00806
fa+ha+maj	31	0.00774
buf+inv	553	0.0426
flops	1095	0.537
mux	720	0.174
simple gates	457	0.0450
-- tightest hold or removal path, delay by kind of cell, from the launching register on --
kind	cells	cell delay, ns
DFF	1	0.32
buffers and inverters	1	0.05
AOI/OAI and AO/OA	1	0.07
-- where the power goes --
| part | total [mW] | switching, mW | internal [mW] |
|---|---|---|---|
| Combinational | 1.30 | 0.957 | 0.346 |
| Sequential | 1.05 | 0.0571 | 0.993 |
| Clock | 0.971 | 0.413 | 0.559 |
-- synth_stat cells (all sizes together), types with 5 or more instances --
master	number
nand4	13
nor4b	5
or3b	5
a22o	171
o211ai	506
nor2b	13
nor4	21
o2111ai	18
o22ai	5
dfrtp	1091
o31ai	17
a21bo	5
nor2	103
clkbuf	300
xor2	20
a211oi	36
a32oi	5
and3	20
or3	20
and2	5
a21o	36
nor3b	6
o21a	6
nor3	39
nand2	116
xnor2	27
o21ai	120
or2	6
nand3	50
mux4	84
o41ai	5
ha	30
inv	164
a2111oi	21
buf	89
o2bb2ai	196
mux2	516
a221oi	5
nand2b	9
a21oi	39
or4	8
mux2i	120
-- layer usage --
metal  vias to the layer above  wire length, um
li1                      17048                -
met1                     19988            78800
met2                      1272            91300
met3                       320            13000
met4                         8             9920
met5                         -               53
-- metrics by stage --
stage / setup WS (ns) / utilization / hold WS (ns)
2_1_floorplan: 26.17 / - / 0.433
3_3_place_gp: 24.76 / 0.366 / 0.453
3_5_place_dp: 24.85 / 0.366 / 0.458
4_1_cts: 24.84 / 0.389 / 0.472
5_1_grt: 24.72 / 0.389 / 0.488
6_report: 24.80 / 0.390 / 0.470
-- worst paths after layout --
path	end	slack, ns	depth (start not counted)
setup / recovery	spi_out	24.80	9
hold / removal	msg_cache[191]	0.47	2
setup reg to reg	data_out[347]	38.32	18
hold reg to reg	msg_cache[191]	0.47	2
max in group asynchronous	data_out[210]	34.96	5
min in group asynchronous	data_out[315]	8.51	1
-- flip-flops by register name (all words and copies together) (netlist names), named ones only --
| name | cells |
|---|---|
| msg_up_p | 1 |
| count_data_send | 10 |
| data_out | 512 |
| spi_clk_d | 1 |
| addr_bits | 2 |
| pulse_set_for_empty_payload | 1 |
| count_padding_ignore | 3 |
| count_len_bits | 10 |
| count_cached | 10 |
| msg_bits | 10 |
| msg_set_p | 1 |
| state | 11 |
| count_payload_ignore | 10 |
| msg_cache | 512 |
Power is estimated from default activity; no workload was simulated.
